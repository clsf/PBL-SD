<file path="design.v">
module dht(
	input clk, 							 
	inout dht_data, 			 
	input start_bit, 					 
	output reg errorSensor, 		 
	output reg done,                 
	output [7:0]hum_int, 			 
	output [7:0]hum_float, 			 
	output [7:0]temp_int, 			 
	output [7:0]temp_float, 		 
	output [7:0]check_sum 			 
	);
	reg direction; 			 
	reg [14:0]counter; 				 
	reg [5:0]index; 					 
	reg [39:0]temp_data; 			 
	reg send; 					 
	wire read; 					 
	reg error; 							 
	triState tris0(dht_data, direction, send, read);
	reg [3:0]state = 0;  
	parameter IDLE=0, START=1, DETECT_SIGNAL=2, WAIT_DHT11=3, DHT11_RESPONSE=4, 
	DHT11_HIGH_RESPONSE=5, TRANSMIT=6, DETECT_BIT=7, WAIT_SIGNAL=8, STOP = 9;
	assign hum_int[7:0] = temp_data[39:32];
	assign hum_float[7:0] = temp_data[31:24];
	assign temp_int[7:0] = temp_data[23:16];
	assign temp_float[7:0] = temp_data[15:8];
	assign check_sum[7:0] = temp_data[7:0];
	initial begin
		send <= 1'b1;
		direction <= 1'b1;  
	end
	always @(posedge clk) begin
		case(state)
			IDLE: begin 
				error <= 0;
				done <= 0;
				errorSensor <=0;
				if (start_bit ==1) begin
					temp_data = 0;  
					index = 0;  
					send <= 0;  
					counter <= 0;  
					state <= START;
				end	
			end
			START: begin 
				counter <= counter + 1;
				if(counter == 19000) begin  
					counter <= 0;  
					send <= 1;  
					state <= DETECT_SIGNAL;  
				end
			end
			DETECT_SIGNAL:begin 
				counter <= counter + 1;
				if(counter == 20) begin  
					counter <= 0;  
					direction <= 0;  
					state <= WAIT_DHT11;  
				end
			end
			WAIT_DHT11: begin 
				counter <= counter + 1;
				if(counter == 21 || read == 0) begin  
					counter <= 0;  
					direction <= 0;  
					state <= DHT11_RESPONSE;  
				end
			end
			DHT11_RESPONSE:  begin 
				counter <= counter + 1;
				if(read == 1 || counter == 100) begin  
					counter <= 0;
					if(read == 0) begin  
						error <= 1;
						state <= WAIT_SIGNAL;  
					end else begin  
						state <= DHT11_HIGH_RESPONSE;  
					end
				end 
			end
			DHT11_HIGH_RESPONSE: begin 
				counter <= counter + 1;
				if(read == 0 || counter == 100) begin  
					if(read == 1) begin  
						counter <= 0;
						error <= 1;
						state <= WAIT_SIGNAL;  
					end else begin  
						counter <= 0;
						state <= TRANSMIT;  
					end
				end
			end
			TRANSMIT: begin 
				if(index < 40) begin  
					counter <= counter + 1;
					if(read == 1 || counter == 70) begin  
						counter <= 0;
						if(read == 0) begin  
							error <= 1;
							state <= WAIT_SIGNAL;  
						end else begin  
							state <= DETECT_BIT;  
						end
					end
				end else begin  
					state <= WAIT_SIGNAL;  
				end
			end
			DETECT_BIT: begin 
				if(read == 1) begin  
					counter <= counter + 1;
				end else begin
					if(counter > 50) begin  
						temp_data[39-index] <= 1;  
					end else begin  
						temp_data[39-index] <= 0;  
					end
					counter <= 0;  
					index <= index + 1;  
					state <= TRANSMIT;  
				end
			end
			WAIT_SIGNAL: begin 
				counter <= counter + 1;
				if (counter == 100) begin  
					counter <= 0;
					send <=1;
					direction <= 1;  
					state <= STOP;  
				end
			end
			STOP: begin 
				if(error == 1)
					errorSensor <= 1;
				done <= 1;
				state <= IDLE;  
			end
		endcase
	end
endmodule 	
module triState(
	inout port, 
	input direction,
	input send,
	output read
	);
	assign port = direction ? send : 1'bZ;
	assign read = direction ? 1'bZ : port;
endmodule 
</file>
<file path="run.sh">
#!/bin/bash
# OpenROAD 26Q1-2900-gdf79404cd8, Yosys 0.63+post, stock flow scripts
make -C /OpenROAD-flow-scripts/flow DESIGN_CONFIG=/design/flow/config.mk WORK_HOME=/design/flow/orfs finish
</file>
<file path="constraint.sdc">
current_design dht

set clk_period 4.1
set clk_io_pct 0.2

create_clock -name clk0 -period $clk_period [get_ports {clk}]

set non_clock_inputs [all_inputs -no_clocks]
set_input_delay [expr $clk_period * $clk_io_pct] -clock clk0 $non_clock_inputs
set_output_delay [expr $clk_period * $clk_io_pct] -clock clk0 [all_outputs]
</file>
<file path="config.mk">
export PLATFORM = sky130hd
export DESIGN_NAME = dht
export DESIGN_NICKNAME = dht
export VERILOG_FILES = /design/flow/design.v
export SDC_FILE = /design/flow/constraint.sdc
export NUM_CORES = 4
export LEC_CHECK = 1
export CORE_UTILIZATION = 50
</file>
==> notes.md <==
Implementation results are summarized by area below.

Run status
The flow did not finish. The run ended at 4_1_cts. The first error in the log reads "[error] [KeplerFormal.cpp:679] Workflow failed: Iso has multiple drivers: .dht_data0, dht_data$_DFFE_PP_.Q0".

Logic synthesis
The share of flip-flops with an asynchronous set or reset is 0%. Per the synth log, the flip-flop and latch total comes to 69. The number of enable flip-flop cells is 69.

Before any placement, the netlist area is recorded as 3850 um^2. For this design, Yosys synthesis ends with a cell count of 362. Per the post-synthesis report, the number of cells in the design is 362. The synthesized netlist has a Yosys-reported chip area of 3850 um^2.

The number of distinct library cell variants in the gate-level netlist after synthesis is 46. The total number of yosys warnings is 3. In the Yosys report, the sequential cells make up 53.9% of the chip area.

The average footprint of a synthesized cell is 10.6 um^2. Per the synth stats, the flop cell with the highest instance count is sky130_fd_sc_hd__edfxtp_1.

Clocking
Clock tree synthesis inserted a total of 9 buffers. In this run the deepest clock path goes through 2 buffers. The post-CTS setup-driven buffer insertion count is 0. The number of buffers added to fix hold violations after cts is 0.

Looking at the clock tree report, the root buffer type is sky130_fd_sc_hd__clkbuf_8. Post-CTS repair changed the size of 0 cells. The clock net in this run drives a total of 69 sinks.

The H-tree was split into 3 levels.

Placement
The post-DP HPWL is 5.47 mm. Logged for this run, the post-placement worst setup slack is 0.370 ns. The post-detailed-placement cell area is 4360 um^2. The count of buffers added on input and output ports is 43. The global placement routability congestion is 0.846.

Floorplan
The count of standard-cell rows is 31. The height of the die is 89.7 um. In this run the count of I/O pins placed on the die edge is 45. The width of the chip is 89.7 um. The starting density of the core is 52.5%.
==> synth_stat cells (3+ instances only) <==
cell type                  instances  area (um^2)
sky130_fd_sc_hd__or3_1             6         37.5
sky130_fd_sc_hd__a31oi_1           3         18.8
sky130_fd_sc_hd__xor2_1           10         87.6
sky130_fd_sc_hd__nor2_1           62          233
sky130_fd_sc_hd__xnor2_1          13          114
sky130_fd_sc_hd__a21oi_1          21          105
sky130_fd_sc_hd__nor3_1           11         55.1
sky130_fd_sc_hd__nand4b_1          4         35.0
sky130_fd_sc_hd__edfxtp_1         69         2070
sky130_fd_sc_hd__nand2_1          22         82.6
sky130_fd_sc_hd__o22ai_1           5         31.3
sky130_fd_sc_hd__inv_1            13         48.8
sky130_fd_sc_hd__clkbuf_1         13         48.8
sky130_fd_sc_hd__o21ai_1           3         15.0
sky130_fd_sc_hd__mux2i_1           4         40.0
sky130_fd_sc_hd__or2_2             4         25.0
sky130_fd_sc_hd__o21ai_0           4         20.0
sky130_fd_sc_hd__nand3_1          16         80.1
sky130_fd_sc_hd__nand3b_1          4         30.0
sky130_fd_sc_hd__nor4_1            5         31.3
sky130_fd_sc_hd__nand4_1          10         62.6
sky130_fd_sc_hd__ha_1             17          213
sky130_fd_sc_hd__nand2b_1          9         56.3
sky130_fd_sc_hd__nor2b_1           5         31.3
==> logic make-up after synthesis <==
logic type | Yosys count | synth area share, %
compound gates | 48 | 7.55
xor+xnor | 23 | 5.24
mux | 4 | 1.04
flops | 69 | 53.9
buf+inv | 28 | 3.12
fa+ha+maj | 17 | 5.53
simple gates | 173 | 23.7
==> through the flow <==
| stage | power [uW] | cells | hold slack (ns) | utilization, % |
|---|---|---|---|---|
| 2_1_floorplan | 1910 | 362 | 0.617 | - |
| 3_3_place_gp | 2110 | 492 | 0.643 | 59.4 |
| 3_5_place_dp | 2120 | 492 | 0.660 | 59.4 |
No activity file was given, so power comes from the tool's default toggle rates.
