<file path="run.sh">
#!/bin/bash
# OpenROAD 26Q1-2900-gdf79404cd8, Yosys 0.63+post, stock flow scripts
make -C /OpenROAD-flow-scripts/flow DESIGN_CONFIG=/design/flow/config.mk WORK_HOME=/design/flow/orfs finish
</file>
<file path="design.v">
module escalonador (
clk,
data_received,
command_i,  
address_i,
response_sensor1,
data_sensor1,
response_sensor2,
data_sensor2,
response_sensor3,
data_sensor3,
response_sensor4,
data_sensor4,
response_sensor5,
data_sensor5,
response_sensor6,
data_sensor6,
response_sensor7,
data_sensor7,
response_sensor8,
data_sensor8,
done_sensors,
done_decoder,
command_sensor_o,
en_sensors_o,
response_sensor_o,
data_sensor_o,
address_sensor_o,
en_decoder_o,
state_o
);
input clk;
input data_received;
input [7:0] command_i;
input [7:0] address_i;
input [7:0] response_sensor1;
input [7:0] data_sensor1;
input [7:0] response_sensor2;
input [7:0] data_sensor2;
input [7:0] response_sensor3;
input [7:0] data_sensor3;
input [7:0] response_sensor4;
input [7:0] data_sensor4;
input [7:0] response_sensor5;
input [7:0] data_sensor5;
input [7:0] response_sensor6;
input [7:0] data_sensor6;
input [7:0] response_sensor7;
input [7:0] data_sensor7;
input [7:0] response_sensor8;
input [7:0] data_sensor8;
input [7:0] done_sensors;  
input done_decoder;
output [7:0] command_sensor_o;
output [7:0] en_sensors_o;  
output [7:0] response_sensor_o;
output [7:0] data_sensor_o;
output [7:0] address_sensor_o;
output en_decoder_o;
output [3:0] state_o;
reg [7:0] command;
reg [7:0] address;
reg en_decoder;
reg [3:0] state;
reg [7:0] en_sensors;
reg [7:0] data_sensor;
reg [7:0] command_sensor;
reg [7:0] response_sensor;  
reg [7:0] address_sensor;
reg [7:0] temp_cont;
reg [7:0] umid_cont;
integer counter = 0;
parameter COMMAND = 0, TEMP_CONT_S1 = 1, UMID_CONT_S1 = 2;
assign response_sensor_o = response_sensor;
assign data_sensor_o = data_sensor;
assign address_sensor_o = address_sensor;
assign en_decoder_o = en_decoder;
assign command_sensor_o = command_sensor;
assign en_sensors_o = en_sensors;
assign state_o = state;
always @ (posedge clk) begin
	if (data_received == 1) begin
		command <= command_i;
		address <= address_i;
	end
	case (state)
		COMMAND:
			begin
				if (command == 8'b00110001 | command == 8'b00110010 | command == 8'b00110011) begin  
					if (counter == 0) begin  
						case (address)
							8'b00110001 : en_sensors[0] <= 1;  
							8'b00110010 : en_sensors[1] <= 1; 
							8'b00110011 : en_sensors[2] <= 1;
							8'b00110100 : en_sensors[3] <= 1;
							8'b00110101 : en_sensors[4] <= 1;  
							8'b00110110 : en_sensors[5] <= 1;
							8'b00110111 : en_sensors[6] <= 1;
							8'b00111000 : en_sensors[7] <= 1;  
						endcase
						address_sensor <= address;
						command_sensor <= command;
						counter <= counter + 1;
					end 
					else if (counter == 1) begin  
						en_sensors <= 8'b00000000;
						case (done_sensors)  
							8'b00000001: 
								begin
									data_sensor <= data_sensor1; 
									response_sensor <= response_sensor1;
									en_decoder <= 1;
									counter <= counter + 1;
								end
							8'b00000010: 
								begin
									data_sensor <= data_sensor2;
									response_sensor <= response_sensor2;
									en_decoder <= 1;
									counter <= counter + 1;
								end
							8'b00000100: 
								begin
									data_sensor <= data_sensor3;
									response_sensor <= response_sensor3;
									en_decoder <= 1;
									counter <= counter + 1;
								end
							8'b00001000: 
								begin
									data_sensor <= data_sensor4;
									response_sensor <= response_sensor4;
									en_decoder <= 1;
									counter <= counter + 1;
								end
							8'b00010000: 
								begin
									data_sensor <= data_sensor5;
									response_sensor <= response_sensor5;
									en_decoder <= 1;
									counter <= counter + 1;
								end
							8'b00100000: 
								begin
									data_sensor <= data_sensor6;
									response_sensor <= response_sensor6;
									en_decoder <= 1;
									counter <= counter + 1;
								end
							8'b01000000: 
								begin
									data_sensor <= data_sensor7;
									response_sensor <= response_sensor7;
									en_decoder <= 1;
									counter <= counter + 1;
								end
							8'b10000000: 
								begin
									data_sensor <= data_sensor8;
									response_sensor <= response_sensor8;
									en_decoder <= 1;
									counter <= counter + 1;
								end
						endcase
					end
					else if (counter == 2) begin  
						en_decoder <= 0;
						if (done_decoder) begin
							counter <= 0;
							command <= 8'b00000000;
							state <= TEMP_CONT_S1;
						end
					end
				end
				else if (command == 8'b00110100 | command == 8'b00110101 | command == 8'b00110110 | command == 8'b00110111) begin
					case (command)
						8'b00110100:  
							begin
								case (address)
									8'b00110001 : temp_cont[0] <= 1;  
									8'b00110010 : temp_cont[1] <= 1;
									8'b00110011 : temp_cont[2] <= 1;
									8'b00110100 : temp_cont[3] <= 1;
									8'b00110101 : temp_cont[4] <= 1;  
									8'b00110110 : temp_cont[5] <= 1;
									8'b00110111 : temp_cont[6] <= 1;
									8'b00111000 : temp_cont[7] <= 1;  
								endcase
							end
						8'b00110101:  
							begin
								case (address)
									8'b00110001 : umid_cont[0] <= 1;  
									8'b00110010 : umid_cont[1] <= 1;
									8'b00110011 : umid_cont[2] <= 1;
									8'b00110100 : umid_cont[3] <= 1;
									8'b00110101 : umid_cont[4] <= 1;  
									8'b00110110 : umid_cont[5] <= 1;
									8'b00110111 : umid_cont[6] <= 1;
									8'b00111000 : umid_cont[7] <= 1;  
								endcase
							end
						8'b00110110:  
							begin
								case (address)
									8'b00110001 : temp_cont[0] <= 0;  
									8'b00110010 : temp_cont[1] <= 0;
									8'b00110011 : temp_cont[2] <= 0;
									8'b00110100 : temp_cont[3] <= 0;
									8'b00110101 : temp_cont[4] <= 0;  
									8'b00110110 : temp_cont[5] <= 0;
									8'b00110111 : temp_cont[6] <= 0;
									8'b00111000 : temp_cont[7] <= 0;  
								endcase
							end
						8'b00110111:  
							begin
								case (address)
									8'b00110001 : umid_cont[0] <= 0;  
									8'b00110010 : umid_cont[1] <= 0;
									8'b00110011 : umid_cont[2] <= 0;
									8'b00110100 : umid_cont[3] <= 0;
									8'b00110101 : umid_cont[4] <= 0;  
									8'b00110110 : umid_cont[5] <= 0;
									8'b00110111 : umid_cont[6] <= 0;
									8'b00111000 : umid_cont[7] <= 0;  
								endcase
							end
					endcase
					command <= 8'b00000000;
					state <= TEMP_CONT_S1;
				end
			end
		TEMP_CONT_S1:
			begin
				if (temp_cont[0] == 1) begin
					if (counter == 0) begin
						address_sensor <= 8'b00110001;
						command_sensor <= 8'b00110010;
						en_sensors[0] <= 1;
						counter <= counter + 1;
					end
					else if (counter == 1) begin
						en_sensors[0] <= 0;
						if (done_sensors[0]) begin
							data_sensor <= data_sensor1; 
							response_sensor <= response_sensor1;
							en_decoder <= 1;
							counter <= counter + 1;
						end
					end
					else if (counter == 2) begin
						en_decoder <= 0;
						if (done_decoder) begin
							command <= 8'b00000000;
							counter <= 0;
							state <= UMID_CONT_S1;
						end
					end
				end
				else begin
					state <= UMID_CONT_S1;
				end
			end
		UMID_CONT_S1:
			begin
				if (umid_cont[0] == 1) begin
					if (counter == 0) begin
						address_sensor <= 8'b00110001;
						command_sensor <= 8'b00110011;
						en_sensors[0] <= 1;
						counter <= counter + 1;
					end
					else if (counter == 1) begin
						en_sensors[0] <= 0;
						if (done_sensors[0]) begin
							data_sensor <= data_sensor1; 
							response_sensor <= response_sensor1;
							en_decoder <= 1;
							counter <= counter + 1;
						end
					end
					else if (counter == 2) begin
						en_decoder <= 0;
						if (done_decoder) begin
							command <= 8'b00000000;
							counter <= 0;
							state <= COMMAND;
						end
					end
				end
				else begin
					state <= COMMAND;
				end
			end
	endcase
end
endmodule
</file>
<file path="constraint.sdc">
current_design escalonador

set clk_period 6.4
set clk_io_pct 0.2

create_clock -name clk0 -period $clk_period [get_ports {clk}]

set non_clock_inputs [all_inputs -no_clocks]
set_input_delay [expr $clk_period * $clk_io_pct] -clock clk0 $non_clock_inputs
set_output_delay [expr $clk_period * $clk_io_pct] -clock clk0 [all_outputs]
</file>
<file path="config.mk">
export PLATFORM = sky130hd
export DESIGN_NAME = escalonador
export DESIGN_NICKNAME = escalonador
export VERILOG_FILES = /design/flow/design.v
export SDC_FILE = /design/flow/constraint.sdc
export NUM_CORES = 4
export LEC_CHECK = 1
export CORE_UTILIZATION = 50
</file>
==> run summary <==
On the backend side, the flow ran end to end.

Between clock sinks in the finished design, the worst skew comes to 9.487 ps. The tally of OpenROAD warnings stands at 32. In this run, distinct cell masters in the synthesized netlist total 59. In the final layout, the share of cells above drive strength 1 is 0.09784. For this run, the slowest stage of the critical path takes 810 ps. The power share of the combinational group stands at 0.316. The critical path endpoint has a required time of 6510 ps. The commonest register cell is edfxtp_1.

The HPWL reported at the end of detailed placement stands at 10150 um. STA classifies the critical path startpoint as an input pin. STA puts the critical path data arrival time at 4230 ps. After detailed routing, the number of vias per cell comes to 5.472. The count of cells along the worst hold path stands at 1. The net switching power in the latest report is 506.3 uW. The register share of total power stands at 0.484. The setup check on the worst reg-to-reg path leaves a slack of 3730 ps.

After clock tree synthesis, the clock-pin slew on the worst setup and hold paths is 90 ps. The critical path is of the input pin to register type. The worst hold path begins at address[5].

Hold analysis lists the worst path endpoint as address_sensor[5]. According to the CTS report, the clock sink count is 93. The final number of setup-violating endpoints stands at 0. The worst hold path belongs to the class register to register. The final setup TNS stands at 0 ps. The script logs the mean routed wire length per placed instance as 17.31 um.

The pin count of the biggest net entering global routing stands at 33. Buffers inserted during clock tree synthesis total 9. The cell area after synthesis stands at 4782 um2.

The count of yosys warnings during synthesis stands at 1. After layout, the minimum clock period comes to 4124 ps. By instance count after routing, the leading logic cell type is clkdlybuf4s50_1.

The critical-path maximum fanout stands at 17. Detailed-route iteration 0 reported a violation count of 264. In this run the deepest clock path goes through 2 buffers. STA lists the endpoint of the worst register-to-register path as response_sensor[1].

In this run the core area contains 35 standard-cell rows. Per the final timing report, the hold violations number 0. The final clock period utilization by the worst path stands at 0.6444. The yosys stat chip area stands at 4782 um2. The initial utilization of the core area, before any placement, comes to 0.5175. The launch point of the worst register-to-register path is recorded as state[0]. The die height stands at 99.80 um.

The number of global-route vias before repair came to 3826. The overall via count from detail_route stands at 4011. Nets still carrying antenna violations after routing amount to 0.

The total I/O pin count stands at 200. The critical path's slowest stage uses the library cell o21a_1. The average footprint of a synthesized cell stands at 12.42 um2.

The worst setup timing slack at the placement stage stands at 1955 ps. For this run, design rule violations remaining after detail routing come to 0. The final critical-path setup slack stands at 2276 ps.

The internal power stands at 1.313 mW. The clock tree synthesis step divided the H-tree into 3 levels. The area growth from synthesis to layout stands at 48.35%. The post-synthesis cell count from yosys stands at 385. The post-CTS setup repair buffer count stands at 0. In this run the critical path is formed by clkdlybuf4s50_1 -> nor4_4 -> and4b_1 -> o21a_1 -> mux2_2.

The post-route utilization of the core is recorded as 0.7678. Clock latency on the worst-skew pair, taken at its later pin, is 350 ps. Setup repair after global routing left no endpoint under its margin.

The global route total overflow stands at 0. The number of max-slew violations in the final report stands at 0. The script extracted a total leakage power of 2.520 nW.

The script computed a power per unit cell area of 256.5 nW/um2. The maximum ir drop on the vdd rail stands at 0.0001475 V. TritonCTS built the clock tree. The pin closest to its max-slew limit shows a slew of 880.4 ps. The max-cap violation count stands at 0. STA classifies the critical path endpoint as a register. The total core area stands at 9240 um2. The launch point of the critical path was reported as done_sensors[4]. The post-synthesis sequential area ratio stands at 0.5672. Of the total power, the share spent switching nets is 0.2783. The headroom to the max-slew limit stands at 0.4131.

The number of antenna violations at the first check in global routing stands at 0. The filler cells instantiated in the layout total 597. The overall die width stands at 99.80 um. For this run, the detailed router's first-pass iteration total came to 5. The number of storage elements in the synthesis netlist stands at 93. The number of hold buffers added after CTS was 0.

The cell sitting at the root of the clock tree is a clkbuf_8. The weighted congestion reported at the end of routability-driven placement stands at 0.9648. The total detailed-routing wirelength stands at 12690 um. The number of I/O port buffers stands at 197. The depth of the worst register-to-register path stands at 5. The floorplan die area stands at 9959 um2. The synthesized design contains 85 enable-type register cells.

After clock tree synthesis, the repair step resized 0 gates. The flow ran to the end, and the final reports show no timing, DRC or antenna violations. The share of power burned in the clock network stands at 0.200.

After technology mapping, the gate count stands at 385. For this run, the top clock speed supported by timing is 242.5 MHz. Per the cell usage report, the commonest logic cells after layout are clkdlybuf4s50_1, edfxtp_1, a22oi_1, conb_1, nor2_1. The share of synthesized registers carrying an async set or reset stands at 0. The global routing report lists combined usage of all routing layers as 0.2651. The first global-routing pass estimated 18770 um of wire.
## cells in the mapped netlist, types with 2 or more instances
master	number	area share
nor2b_1	12	0.016
mux2_2	7	0.016
o21ai_0	4	0.0042
edfxtp_1	85	0.53
nand3b_1	3	0.0047
and4_1	2	0.0037
clkbuf_1	11	0.0086
a22oi_1	38	0.060
a32oi_1	4	0.0073
nor4_1	8	0.010
or3_1	3	0.0039
buf_6	2	0.0047
a211oi_1	4	0.0063
inv_1	10	0.0079
mux2_4	10	0.031
nand2b_1	2	0.0026
a22o_2	8	0.017
nand4b_1	3	0.0055
nand2_1	15	0.012
nor2_1	26	0.020
nand3_1	23	0.024
o21bai_1	2	0.0031
dfxtp_1	8	0.033
buf_4	4	0.0063
mux2i_1	8	0.017
and2_1	2	0.0026
or2_2	6	0.0079
and4b_1	4	0.0084
o2bb2ai_1	2	0.0037
xor2_1	3	0.0055
nand4_1	3	0.0039
a31oi_1	2	0.0026
a221o_1	2	0.0042
nor3_1	3	0.0031
nor3b_1	2	0.0031
a21oi_1	13	0.014
a222oi_1	5	0.010
ha_1	8	0.021
buf_2	8	0.0084
## registers in the layout (all words and copies together) (netlist names)
name             count
counter             32
response_sensor      8
state                2
address              8
en_sensors           8
umid_cont            1
command              8
en_decoder           1
temp_cont            1
address_sensor       8
data_sensor          8
command_sensor       8
## metal layers
layer / share of wire / track usage / vias up
met5: 0 / 0 / -
met4: 0.031 / 0.07014 / 0
met3: 0.079 / 0.06728 / 22
met2: 0.50 / 0.4393 / 201
met1: 0.39 / 0.3701 / 1883
li1: - / - / 1905
## kinds of logic after synthesis
family          after synthesis  share of synthesized area
simple gates                126                     0.1523
flops                        93                     0.5672
compound gates               91                     0.1460
buf+inv                      37                    0.04082
mux                          25                    0.06463
fa+ha+maj                     8                    0.02093
xor+xnor                      4                   0.007327
other cells                   1                  0.0007842
## power by group through the flow
| stage | combinational [mW] | sequential [mW] | clock (mW) |
|---|---|---|---|
| final | 0.575 | 0.881 | 0.363 |
| after global routing | 0.633 | 0.893 | 0.396 |
| after CTS | 0.578 | 0.881 | 0.370 |
## layout make-up
class / instances / area (um2) / area share
multi-input combinational: 285 / 2004 / 0.2825
antenna: 1 / 2.502 / 0.0003527
timing repair buffer: 199 / 1987 / 0.2801
clock buffer: 12 / 156.4 / 0.02205
inverter: 10 / 37.54 / 0.005291
tap: 129 / 161.4 / 0.02275
clock inverter: 4 / 32.53 / 0.004586
sequential: 93 / 2713 / 0.3824
## worst max-delay path: cells and delay by family
kind	cells	cell delay, ps
AND/OR/NAND/NOR	2	1130
AND-OR/OR-AND	1	810
buffers and inverters	1	580
multiplexers	1	410
## metrics by stage
stage	instances	hold WS [ps]	cell area, um2	power, mW
2_1_floorplan	415	467.4	4895	1.132
3_3_place_gp	716	495.1	6903	1.455
3_5_place_dp	716	519.6	6903	1.470
4_1_cts	732	539.5	7092	1.829
5_1_grt	732	568.2	7092	1.922
6_report	733	537.8	7094	1.819
## worst max path at each step
stage         cells past startpoint            endpoint
global route                      5  response_sensor[2]
finish                            5  response_sensor[1]
CTS                               5  response_sensor[2]
No activity file was given, so power comes from the tool's default toggle rates.
