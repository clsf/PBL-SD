[flow/run.sh]
#!/bin/bash
# OpenROAD 26Q1-2900-gdf79404cd8, Yosys 0.63+post, stock flow scripts
make -C /OpenROAD-flow-scripts/flow DESIGN_CONFIG=/design/flow/config.mk WORK_HOME=/design/flow/orfs finish
[flow/config.mk]
export PLATFORM = sky130hd
export DESIGN_NAME = receiver_buffers
export DESIGN_NICKNAME = receiver_buffers
export VERILOG_FILES = /design/flow/design.v
export SDC_FILE = /design/flow/constraint.sdc
export NUM_CORES = 4
export LEC_CHECK = 1
export CORE_UTILIZATION = 40
[flow/constraint.sdc]
current_design receiver_buffers

set clk_period 9.5
set clk_io_pct 0.2

create_clock -name clk0 -period $clk_period [get_ports {clk_115200hz}]

set non_clock_inputs [all_inputs -no_clocks]
set_input_delay [expr $clk_period * $clk_io_pct] -clock clk0 $non_clock_inputs
set_output_delay [expr $clk_period * $clk_io_pct] -clock clk0 [all_outputs]
[flow/design.v]
module receiver_buffers(clk_115200hz, in, data, control, stateData);
input clk_115200hz, in;		 
output control;				 
reg control = 1'b0;
output [7:0]data;            
reg [7:0]data;	
reg [7:0]buffer_endereco;              
reg [7:0]buffer_comando; 	 
reg [1:0]state;				 
output stateData;	
assign stateData = dataState;
reg dataState = 1'b0;
	parameter START = 0, 
				 DATA = 1,
				 STOP = 2;			 
integer counter = 0;		
integer controle = 1;
always @ (posedge clk_115200hz) begin
case (state)
	START:
		begin
			if(in) begin		 
			   control = 1'b0;
				dataState = 1'b0;	 
				controle = 1;
				state <= START;
			end
			else					 
				state <= DATA;
		end
	DATA:
		begin
			if(counter > 7) begin   
				control = 1'b0;
				state <= STOP;
			end
			else begin		    	 
				if(controle == 1) begin
					buffer_endereco[counter] = in;
					counter = counter + 1;
				end 
				if (controle == 2) begin
					buffer_comando[counter] = in;
					counter = counter + 1;
				end
				state <= DATA;				
			end	
		end
	STOP:
		begin
		if(controle == 1) begin
			data[7:0] <= buffer_endereco [7:0];   
			counter <= 0; 				 
			control <= 1'b1; 	 		 
			dataState = 1'b1;
			controle <= 2;
			end 
		if (controle == 2) begin
			data[7:0] <= buffer_comando [7:0];   
			counter <= 0; 				 
			control <= 1'b1; 	 		 
			dataState = 1'b1;
			end
			state <= START;
		end
endcase
end
endmodule
==> out/metrics.yaml <==
job:
  maxCapViolCount: 0
  openroad.warnings: 28
clock_network:
  numCtsBuffers: 9
  clk_latency_ns: 0.34
  cts_buffer_depth: 2
  cts.clk_slew.worst_paths_ns: 0.05
  cts_tree: "yes"
  clock_sinks: 63
  htree_num_levels: 3
  hold_buffers: 0
  cts_setup_buffers: 0
  cts_root_buffer: "clkbuf_16"
  postCtsResizedCells: 0
route:
  drtAntennaViolNets: 0
  firstDrtPassIters: 5
  drtIter0Drc: 498
  viasPerCell: 6.158
  drc_errors: 0
  diodes: 0
  route.detailed.wl_per_inst_um: 18.71
  route.vias.total: 5961
  wl_um: 18110
final_timing:
  clock.fmax_mhz: 179.5
  finalCriticalPeriod_ns: 5.571
  max-slew-margin-rel: 0.3730
  skew_ns: 0.009540
  worstMarginPinSlew_ns: 0.9318
  timing.hold.ws_ns: 0.4848
  hold_viol: 0
  rsz0062_at_grt: "false"
  final.period_utilization: 0.5864
  finalSetupTns_ns: 0
  finalSetupViolations: 0
  slew_viol_final: 0
setup_path:
  endpoint_kind: "flip-flop"
  crit_arrival_ns: 5.65
  timing.rr.start: "counter[3]$_SDFFCE_PP0P_"
  reg2reg_slack_ns: 3.93
  critPathKind: "reg -> reg"
  critPathBufInv: 0
  cpMostUsedCell: "or4_1"
  path_cells: "nand3_1, or4_1, xor2_1, nand4_1, or3_1, or4_1, a21oi_1, o2bb2ai_1, o2111ai_4, nor4_1, mux2_1"
  r2r-end: "buffer_comando[7]$_DFFE_PP_"
  crit_fanout: 20
  crit_path_start_kind: "flip-flop"
  max_stage_delay_ns: 0.79
  cpMaxStageDelayCell: "or4_1"
  critPathRequiredTime_ns: 9.58
  crit_family: "simple AND/OR/NAND/NOR gates"
  r2r_cells: 11
floorplan:
  coreArea_mm2: 0.01537
  die_w_um: 128.4
  fp_util: 0.4155
  chipHeight_um: 128.4
  chipArea_mm2: 0.01648
  fp-row-count: 45
  ios: 12
yosys:
  numSynthFlops: 63
  top_area_frac: 0.2821
  synthTopCellsByCount: "86 x nor2_1, 60 x edfxtp_1, 58 x xnor2_1"
  async_flop_share: 0
  netlist_area_mm2: 0.006387
  ys.warnings.count: 1
  postSynthAreaPerCell_um2: 8.242
  synth.most_common_cell: "nor2_1"
  area_leaders: "edfxtp_1 28%, xnor2_1 8.0%, nor2_1 5.1%"
  ys_area_mm2: 0.006387
  ys_cells: 775
  ff_type: "edfxtp_1"
  synthCells: 775
  ys_types: 77
  postSynthSeqShare: 0.2915
  yosys.area.top_type: "edfxtp_1"
  synth-edff-count: 60
power_and_ir_drop:
  power-per-cell-area_mw_per_mm2: 273.9
  ir_worst_vdd_uv: 132.4
  power_mw: 1.899
  leakage_nw: 1.968
layout:
  drive_above_1_share: 0.07662
  area.growth.synth_to_final_pct: 8.580
  final_cell_count_no_fill: 968
  final.fill_count: 1445
  final_cell_area_mm2: 0.006935
place:
  place_congestion: 0.9435
  io_buffer_count: 11
  dpl.hpwl_um: 13760
  dpl_cell_area_mm2: 0.006610
  dp.cells: 952
global_routing:
  grt_first_pass_wirelength_um: 29670
  overflow: 0
  grt_max_degree: 40
  grtUsageTotal: 0.2371
  grt_pass1_vias: 5485
  antenna_found_initial: 1
min_path:
  min_from: "state[0]$_DFF_P_"
  hold_path_end: "state[0]$_DFF_P_"
  hold_depth: 2
  hold_path_class: "reg -> reg"
status:
  status: "complete, no violations"
## state kept, by name, summed over array words and instances, names as in the netlist
signal           count
buffer_endereco      8
controle             2
counter             32
state                3
control              1
dataState            1
data                 8
buffer_comando       8
## worst min-delay path, cell delays in order, from the launching register on
cell	delay (ns)
dfxtp_1	0.32
nand2_1	0.07
nand2_1	0.05
## cells by family (layout without fill, tap and decap cells)
family	count (synthesis)	after routing	synth area share
fa+ha+maj	6	6	0.01175
compound gates	121	121	0.1383
mux	30	30	0.05191
simple gates	387	387	0.3318
flops	63	63	0.2915
buf+inv	76	58	0.04858
xor+xnor	92	92	0.1262
## metal layers
layer,share of wire,GRT usage,routed length [um],vias up
li1,-,-,-,2898
met1,0.47,0.3695,8434,2804
met2,0.44,0.3507,7937,219
met3,0.070,0.04532,1262,40
met4,0.026,0.05744,479,0
met5,0,0,0,-
## cell type report
class | instances | area, um2 | area share
clock buffers | 11 | 242.7 | 0.03500
clock inverters | 5 | 82.58 | 0.01191
inverters | 21 | 78.83 | 0.01137
multi-input cells | 636 | 4220 | 0.6085
flip-flops and latches | 63 | 1862 | 0.2684
well taps | 211 | 264.0 | 0.03807
repair buffers | 21 | 185.2 | 0.02670
## stage by stage
stage,util,setup WS (ns)
after floorplan,-,4.477
after global placement,0.4300,4.298
after detailed placement,0.4300,4.095
after CTS,0.4512,4.036
after global routing,0.4512,3.495
final,0.4512,3.929
## cells in the final DEF, fill, tap and decap left out, types with 7 or more instances in the layout
cell             count
or3_1               15
and3_1              11
nand3_1             25
nor4_1              41
buf_4               10
o211ai_1            10
or4_1               15
nor3_1              42
clkdlybuf4s50_1     11
and2_1               8
nor2_1              86
o21ai_0             17
mux2_1               8
xnor2_1             58
inv_1               20
a21oi_1             30
mux2_2              17
and4_1               7
clkbuf_16            9
nand4_1             37
xor2_1              34
nand2_1             55
edfxtp_1            60
nor2b_1              7
## worst max-delay path by stage
stage / start / to / slack [ns] / depth (start not counted)
after CTS: counter[3]$_SDFFCE_PP0P_ / buffer_comando[7]$_DFFE_PP_ / 4.04 / 11
after global routing: counter[3]$_SDFFCE_PP0P_ / buffer_comando[6]$_DFFE_PP_ / 3.50 / 11
final: counter[3]$_SDFFCE_PP0P_ / buffer_comando[7]$_DFFE_PP_ / 3.93 / 11
## report_power, final
group	internal, mW	total [mW]	switching [mW]
clock	0.237	0.362	0.124
sequential	0.422	0.604	0.182
combinational	0.331	0.933	0.602
total	0.991	1.90	0.909
No activity file was given, so power comes from the tool's default toggle rates.
